===== design/flow/design.v =====
`timescale 1ns / 1ps
module alu(
    input logic signed [15:0] a,
    input logic signed [15:0] b,
    input logic [3:0] s,
    output logic [15:0] f,
    output logic take_branch,
    output logic ovf);
always_comb begin
    case (s)
        4'b0000: begin
            f = a + b;
            ovf = ( (~a[15]) & (~b[15]) & f[15] ) | ( a[15] & b[15] & ~f[15] );
            take_branch = 0;
            end
        4'b0001: begin
            f = ~b; 
            ovf = 0; 
            take_branch = 0;
            end
        4'b0010: begin
            f = a & b; 
            ovf = 0; 
            take_branch = 0;
            end
        4'b0011: begin
            f = a | b; 
            ovf = 0; 
            take_branch = 0;
            end
        4'b0100: begin
            f = a >>> b; 
            ovf = 0; 
            take_branch = 0;
            end
        4'b0101: begin
            f = a << b; 
            ovf = 0; 
            take_branch = 0;
            end
        4'b0110: begin
            f = 0; 
            ovf = 0; 
            take_branch = a == 0;  
            end
        4'b0111: begin
            f = 0; 
            ovf = 0; 
            take_branch = a != 0;  
            end
        4'b1000: begin
            f = a ^ b;
            ovf = 0;
            take_branch = 0;
            end
        default: begin
            f = 0; 
            ovf = -1; 
            take_branch = -1;
            end
    endcase
end
endmodule

===== design/flow/constraint.sdc =====
current_design alu

set clk_period 12.2
set clk_io_pct 0.2

create_clock -name clk0 -period $clk_period

set non_clock_inputs [all_inputs -no_clocks]
set_input_delay [expr $clk_period * $clk_io_pct] -clock clk0 $non_clock_inputs
set_output_delay [expr $clk_period * $clk_io_pct] -clock clk0 [all_outputs]

===== design/flow/config.mk =====
export PLATFORM = sky130hd
export DESIGN_NAME = alu
export DESIGN_NICKNAME = alu
export VERILOG_FILES = /design/flow/design.v
export SDC_FILE = /design/flow/constraint.sdc
export NUM_CORES = 4
export LEC_CHECK = 1
export CORE_UTILIZATION = 40

===== design/flow/run.sh =====
#!/bin/bash
# OpenROAD 26Q1-2900-gdf79404cd8, Yosys 0.63+post, stock flow scripts
make -C /OpenROAD-flow-scripts/flow DESIGN_CONFIG=/design/flow/config.mk WORK_HOME=/design/flow/orfs finish

==> run notes <==
run results: Resize count post-CTS=0, post-CTS repair timing setup buffer count=0, Area Growth Syn to Fin=16.2%, Hold Crit Class=in2out, crit path DAT=6.23 ns, worst endpoint required time=about 9.8 ns, WL met2=between 6000 and 7000 um, Ant. Diodes=0, Avg WL per Cell=around 22 um, Filler cells=around 840, layout cell share with drive strength beyond 1=10.0%, CP top delay family=buffers and inverters, worst slack, placed=3.59 ns, final hold violation count=0, Die Size=8960 um2, largest area contributor in the netlist=mux4_2, antenna violations before repair=0, cell count after synthesis=slightly below 500, unrepaired setup endpoints after global routing=false, unique cell type count in the Yosys netlist=about 74, std cell rows=33, Syn. warnings=1, uppermost layer routed=met4, hold_buf cts=0, port bufs=around 54, design area=between 3000 and 4000 um2, cell repeated most along the worst path=clkdlybuf4s50_1, YS chip area=3430 um2, crit-path max FO=31, total power=around 0.16 mW, top post-synthesis cells by count=nor2_1 (59), inv_1 (35), a21oi_1 (33), nand2_1 (33), ha_1 (32), CP max-delay cell=ha_1, Setup WS post-layout=3.53 ns, total length of routed met3 wires=1200 um, outcome=complete, no violations, GR Overflow Total=0, Setup-failing EPs final=0, Hold Crit Endpoint=take_branch, dpl cells=between 600 and 700, hold path start=s[3], FP Util=between 40% and 50%, Worst setup EP type=output port, slowest cell delay on critical path=0.50 ns, Area leader share=about an eighth, GRT Total Usage=between 30% and 40%, hold depth=5, logic area=~3100 um2, Register Area=0 um2, cell area after synthesis=around 3400 um2, Post-DP HPWL=approximately 11,000 um, Die W=approximately 95 um, worst vdd ir=around 0.000026 V, utilization after layout=48.3%, largest net degree at the start of global routing=between 40 and 50, Final min period=8.67 ns, Yosys Instances=between 400 and 500, Slew @ Worst Pin=0.798 ns, Avg Inst Size Synth=between 7 and 8 um2, max-cap violation count=0, power density cells=39.4 nW/um2, Static Leak=approximately 1.6 nW, Chip Height=94.7 um, Crit Path Class=in2out, Placed Area=3990 um2, router iterations before antenna repair=5, tool warnings=48, number of clock buffers in the layout=0, I/O pins=54, Setup crit start kind=primary input, violation count after the first detailed-route iteration=between 300 and 400, Max Freq=between 0.1 and 0.15 GHz, core area=8260 um2, routability-driven placement congestion ratio=1.04, vias=4,043, Setup TNS=0 ns, fin crit share=between 70 and 80%, Slew HR=46.8%, Via density=roughly 6.6, flop count=0, crit path buf inv count=4, DRC=0, non-filler cells, final=about 610, Largest cells by area=mux4_2 (13%), ha_1 (12%), nor2_1 (6.4%), post-route ant nets=0, vias in the first global route=around 3,700, critical path cell sequence=clkdlybuf4s50_1 -> buf_4 -> inv_1 -> ha_1 -> o21ai_0 -> or4_1 -> nand2_1 -> o41ai_1 -> or4b_1 -> nand3_1 -> clkdlybuf4s50_1, first-pass GRT wire length=21,200 um, Synth Seq Share=0%, Final Max Tran Viols=0, worst hold slack=slightly above 6 ns, Total Wirelength=13,700 um, WL met1=just under 6000 um, Yosys top cell by instances=nor2_1
-- area by class of cell --
type                            instances  area share, %
Multi-Input combinational cell        413           78.9
Inverter                               36           3.39
Tap cell                              105           3.29
Timing Repair Buffer                   60           14.4
-- power breakdown --
part	internal, mW	leakage (nW)	switching (mW)
Sequential	0	0	0
Combinational	0.0697	1.57	0.0874
Clock	0	0	0
Total	0.0697	1.57	0.0874
-- cells in the final DEF (no fill, tap or decap), types with 3 or more instances in the layout --
master,n
o31ai_1,4
nand3b_1,3
a21oi_1,33
xnor2_1,8
o2111ai_1,4
clkdlybuf4s50_1,52
mux2_2,6
a31oi_1,6
a21o_1,14
or3_1,5
o22ai_1,15
mux4_2,20
nor3_1,13
a211oi_1,10
nand2_1,33
a221oi_1,4
nand2b_1,4
nand3_1,7
xor2_1,3
buf_4,6
nor4_1,7
o21bai_1,3
mux2i_1,15
o21ai_0,25
nor2_1,59
or2_2,4
o32ai_1,4
nand4_1,4
o21a_1,4
ha_1,32
inv_1,35
o221ai_1,3
nor3b_1,4
o211ai_1,9
-- logic make-up after synthesis --
kind of cell	share of synthesized area [%]
AOI/OAI and AO/OA	32.9
and+or+nand+nor	24.3
buffers and inverters	8.31
muxes	19.5
adders and majority gates	12.2
xor gates and xnor gates	2.81
-- metal layers --
layer	vias to the layer above	global-route usage, %
li1	1908	-
met1	1900	47.9
met2	211	49.1
met3	24	5.23
met4	0	7.95
met5	-	0
-- how the worst max path moves through the flow --
stage     startpoint  endpoint  cells after the start
4_1_cts         b[2]       ovf                     11
5_1_grt         b[2]       ovf                     11
6_report        b[2]       ovf                     11
-- tightest hold or removal path, stage by stage --
cell and delay [ns]:
clkdlybuf4s50_1 0.40, buf_4 0.22, o21ai_0 0.10, a21oi_1 0.08
clkdlybuf4s50_1 0.40
No activity file was given, so power comes from the tool's default toggle rates.
