--- ./run.sh ---
#!/bin/bash
# OpenROAD 26Q1-2900-gdf79404cd8, Yosys 0.63+post, stock flow scripts
make -C /OpenROAD-flow-scripts/flow DESIGN_CONFIG=/design/flow/config.mk WORK_HOME=/design/flow/orfs finish
--- ./config.mk ---
export PLATFORM = sky130hd
export DESIGN_NAME = two_to_one_mux
export DESIGN_NICKNAME = two_to_one_mux
export VERILOG_FILES = /design/flow/design.v
export SDC_FILE = /design/flow/constraint.sdc
export NUM_CORES = 4
export LEC_CHECK = 1
export CORE_AREA = 10 10 70 70
export DIE_AREA = 0 0 80 80
--- ./constraint.sdc ---
current_design two_to_one_mux

set clk_period 1.0
set clk_io_pct 0.2

create_clock -name clk0 -period $clk_period

set non_clock_inputs [all_inputs -no_clocks]
set_input_delay [expr $clk_period * $clk_io_pct] -clock clk0 $non_clock_inputs
set_output_delay [expr $clk_period * $clk_io_pct] -clock clk0 [all_outputs]
--- ./design.v ---
`timescale 1ns / 1ps
module two_to_one_mux(a, b, sel_mux, out);
input logic [15:0] a;
input logic [15:0] b;
input logic sel_mux;
output logic [15:0] out;
always_comb begin
    case(sel_mux)
        1'b0: begin
            out = a;
            end
        1'b1: begin
            out = b;
            end
    endcase
    end
endmodule
==> results.json <==
{
  "hpwl_mm": 1.22,
  "fmax_mhz": 947,
  "slew_viol_final": 0,
  "violations": "negative setup slack",
  "fin_setup_tns_ps": -817,
  "hp-class": "in2out",
  "rsz0062_at_grt": "true",
  "dp.cells": 112,
  "fin_crit_ps": 1060,
  "warnings": 34,
  "core_area_sq_um": 3420,
  "synth.distinct_cells": 4,
  "n_clock_buffer": 0,
  "io-pin-count": 49,
  "ys_seq_share_pct": 0,
  "placed_area_sq_um": 786,
  "register_area_sq_um": 0,
  "firstDrtPassIters": 2,
  "finalPower_uw": 301,
  "period_used_pct": 106,
  "synth_area_sq_um": 249,
  "ir_worst_vdd_mv": 0.151,
  "rows": 21,
  "yosysCellCount": 18,
  "fin_cells": 113,
  "fillers": 374,
  "initial_utilization_pct": 7.29,
  "cp.required_ps": 800,
  "num_vias": 359,
  "worstSetupStartpointType": "input port",
  "slew_headroom_pct": 95.3,
  "crit_path_end_kind": "output port",
  "grt_pass1_vias": 430,
  "num_antenna_cells": 0,
  "drtIter0Drc": 2,
  "synth.avg_cell_area_sq_um": 13.8,
  "syn_inst": 18,
  "wl_mm": 1.41,
  "antenna_left": 0,
  "cts_hold_buf": 0,
  "place.gp.congestion": 0.815,
  "power_density_nw_per_um2": 379,
  "cp_max_fo": 8,
  "grt_pass1_wl_mm": 2.19,
  "port_buffers": 49,
  "drive_gt1_share_pct": 52.2,
  "synth_warnings": 1,
  "grt_max_degree": 9,
  "ff_count": 0,
  "drv_cap": 0,
  "p_leak_uw": 0.000417,
  "vias_per_cell": 3.18,
  "die_y_microns": 80,
  "dieArea_sq_um": 6400,
  "final_area_sq_um": 795,
  "cp.arrival_ps": 860,
  "whs_ps": 794,
  "grt_overflow_total": 0,
  "finalHoldViolations": 0,
  "antenna_found_initial": 0,
  "synthToLayoutAreaGrowth_pct": 219,
  "grt_usage_pct": 4.20,
  "die_w_microns": 80,
  "setup_viol_count_final": 16,
  "worstMarginPinSlew_ps": 71.0,
  "ys_area_sq_um": 249,
  "fin_ws_ps": -56.4,
  "status": "finished with violations",
  "drcViolationCount": 0,
  "avgRoutedWirePerCell_microns": 12.4,
  "worstSetupPathType": "in2out"
}
==> metal layers <==
metal,global-route usage (%),wire length (microns)
met5,0,0
met4,0,0
met3,3.30,329
met2,4.49,337
met1,6.39,738
==> cell usage in the layout (no fill, tap or decap) <==
cell,n
dlygate4sd2_1,32
mux2_4,16
buf_6,11
buf_2,5
buf_12,2
buf_16,1
==> synth_stat cells <==
| library cell | count | share of area [%] |
|---|---|---|
| mux2_4 | 10 | 60 |
| mux2_2 | 6 | 27 |
| buf_12 | 1 | 8.0 |
| buf_6 | 1 | 4.5 |
==> stage by stage <==
| step | utilization, % | setup WS (ps) |
|---|---|---|
| final | 23.3 | -56.4 |
| after global routing | 23.3 | -71.2 |
| after CTS | 22.3 | -60.2 |
| after detailed placement | 23.0 | -853 |
| after global placement | 23.0 | -846 |
| after floorplan | - | 72.5 |
==> repair_timing <==
action	in CTS	in global routing
gates cloned	1	0
gates resized	102	5
buffers inserted	0	0
setup endpoints to repair	16	16
==> report_power, final <==
group	leakage, uW	switching (uW)	internal, uW	total [uW]
clock network	0	0	0	0
registers	0	0	0	0
logic	0.000417	67.4	234	301
==> cell families after synthesis <==
family,count (synthesis),share of synthesized area [%]
mux,16,87.4
buf+inv,2,12.6
==> worst max-delay path: stages <==
cell and delay, ps:
buf_12 110, buf_12 140, mux2_4 300, buf_6 110
==> final cells by class <==
cell class	count	area [sq um]	share of cell area (%)
timing repair buffer	51	497	62.5
multi-input combinational	16	240	30.2
tap	46	57.6	7.24
==> final timing paths <==
check | startpoint | to | slack (ps) | cells after the start
worst max-delay path | sel_mux | out[14] | -60 | 4
worst min-delay path | a[5] | out[5] | 790 | 3
Power and IR drop assume default switching activity.
