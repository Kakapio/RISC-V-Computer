`./run.sh`:
```
#!/bin/bash
# OpenROAD 26Q1-2900-gdf79404cd8, Yosys 0.63+post, stock flow scripts
make -C /OpenROAD-flow-scripts/flow DESIGN_CONFIG=/design/flow/config.mk WORK_HOME=/design/flow/orfs finish
```
`./config.mk`:
```
export PLATFORM = sky130hd
export DESIGN_NAME = reg_file
export DESIGN_NICKNAME = reg_file
export VERILOG_FILES = /design/flow/design.v
export SDC_FILE = /design/flow/constraint.sdc
export NUM_CORES = 4
export LEC_CHECK = 1
export CORE_UTILIZATION = 30
```
`./constraint.sdc`:
```
current_design reg_file

set clk_period 2.7
set clk_io_pct 0.2

create_clock -name clk0 -period $clk_period [get_ports {clk}]

set non_clock_inputs [all_inputs -no_clocks]
set_input_delay [expr $clk_period * $clk_io_pct] -clock clk0 $non_clock_inputs
set_output_delay [expr $clk_period * $clk_io_pct] -clock clk0 [all_outputs]
```
`./design.v`:
```
`timescale 1ns / 1ps
module reg_file(rst, clk, wr_en, rd0_addr, rd1_addr, wr_addr, wr_data, rd0_data, rd1_data);
input logic rst, clk, wr_en;
input logic [2:0] rd0_addr, rd1_addr, wr_addr;
input logic [15:0] wr_data;
output logic [15:0] rd0_data, rd1_data;
logic [15:0] REG [0:7];
assign rd0_data = REG[rd0_addr];
assign rd1_data = REG[rd1_addr];
always_ff @(posedge clk, negedge rst) begin
    if( rst == 1'b0 ) begin
        REG[0] = 0;
        REG[1] = 0;
        REG[2] = 0;
        REG[3] = 0;
        REG[4] = 0;
        REG[5] = 0;
        REG[6] = 0;
        REG[7] = 0;
        end
    else if ( wr_en == 1'b1 ) begin
        REG[wr_addr] = wr_data;
        end
end
endmodule
```
==> changes_impl.md <==
## Implementation

- Power share of the clock group: ~35%
- Share of power burned in registers: a little over two fifths
- Final Instance Count excl. Fillers: 991
- Setup crit start kind: primary input
- Yosys stat cell total: roughly 570
- R2R Setup Slk: between 1.5 and 2 ns
- Vias in the first global route: approximately 5,600
- # rows: 55
- GP Congestion: approximately 0.85
- Psw: 1.82 mW
- Syn-to-layout area delta: 31.9%
- DP Wirelength: between 10 and 15 mm
- Fin Setup TNS: 0 ns
- Hold Fails Final Rpt: 0
- Outcome: completed
- Worst Path Max Fanout: 9
- Max_cap viols: 0
- RSZ-0062 raised after global routing: yes
- First-pass GRT wire length: about 33 mm
- Antenna diodes: 0
- Initial antenna violation count: 0
- Num CTS Buffers: 17
- Clock latency (worst-skew pair): roughly 0.42 ns
- Sw frac: between 20% and 30%
- Detailed-route via count: approximately 5,300
- Synth warnings: 2
- Peak supply drop: between 0.0003 and 0.0004 V
- PwrDens: ~690 mW/mm^2
- EDFF count, synth: 0
- Log Warnings: 27
- Worst-path clk slew: around 0.06 ns
- Die width: ~160 microns
- Sink Count: ~130
- Fin. max-slew vios: 0
- Crit share post-route: approximately 100%
- Final min period: ~2.7 ns
- Top_reg_cell synth: dfrtp_1
- Post-synth cell types: approximately 47
- Final Cell Area: 0.00928 sq mm
- Cell Int Power: approximately 4.6 mW
- Fp_density: between 30% and 40%
- Req. time, crit path: ~2.2 ns
- Initial drt markers: around 340
- Largest net degree at the start of global routing: roughly 57
- # IOs: 60
- Clock Tree Buf Depth: 2
- Root Driver: clkbuf_16
- Max reg flops: 128
- Wire per inst: about 21 microns
- DR DRC count: 0
- Skew final: 0 ns
- H-tree levels: 4
- Slew headroom: 46.2%
- Setup CP Type: primary input to output port
- Final WL: between 20 and 25 mm
- Post-synth regs: approximately 130
- Crit path launch: rd1_addr[0]
- CP endpoint kind: output port
- CP endpoint: rd1_data[14]
- Total grt overflow: 0
- CP arrival: 2.13 ns
- Routed Antenna Nets: 0
- Logic pwr share: 23.7%
- Worst reg-to-reg path cell count: 1
- Port bufs: 59
- Worst Max-Slew Pin Slew: 0.807 ns
- Placement Cell Area: 0.00838 sq mm
- Post-synth seq share: 45.5%
- Die H: 155 microns
- Reg-to-Reg End: REG[4][14]
- Yosys Chip Area: 0.00704 sq mm
- Inst Count DP: about 950
- Mapped Area: 0.00704 sq mm
- P_leak: around 4 nW
- Tot GR Track Use: 18.4%
- Synth Area per Inst: between 10 and 15 sq um
- First drt pass iteration count: 4
- Asr flop ratio synth: 100%
- Vias/cell: approximately 5.3
- Gate Count Post-Synth: roughly 570
- Max Freq: around 0.37 GHz
- RR Startpoint: REG[4][14]
- Share of cells above drive strength 1: 40.6%
- CTS tree: done
- Hold crit path type: primary input to async pin
- Core region area: roughly 0.023 sq mm
- CTS hold repair buffers: 0
- Die Area: between 0.02 and 0.025 sq mm
- Final setup fails: 0
[cell families (layout without fill, tap and decap cells)]
kind of cell	Yosys count	after routing	share of synthesized area, %
buffers and inverters	54	162	4.09
AND/OR/NAND/NOR	86	86	8.64
multiplexers	196	196	30.7
AND-OR/OR-AND	106	106	11.1
flip-flops	128	128	45.5
[synth_stat cells (3+ instances only)]
master | instances | share of area, %
o22a_1 | 17 | 2.1
nor3b_1 | 25 | 2.7
buf_4 | 8 | 0.85
a22oi_1 | 10 | 1.1
inv_1 | 7 | 0.37
nor2_1 | 16 | 0.85
mux2i_1 | 55 | 7.8
dfrtp_1 | 128 | 46
nand4b_2 | 3 | 0.64
a211oi_1 | 15 | 1.6
buf_2 | 22 | 1.6
nand2b_1 | 14 | 1.2
mux2_2 | 139 | 22
nand2_1 | 7 | 0.37
a21oi_1 | 14 | 1.0
a32oi_1 | 10 | 1.2
or3_1 | 3 | 0.27
clkbuf_1 | 11 | 0.59
o22ai_1 | 17 | 1.5
a221oi_1 | 4 | 0.50
a31oi_1 | 11 | 0.98
[how the worst min path moves through the flow]
stage	slack, ns	endpoint
4_1_cts	0.21	REG[0][11]
5_1_grt	0.25	REG[7][11]
6_report	0.21	REG[0][11]
[cell usage in the layout (no fill, tap or decap), types with 3 or more instances in the layout]
cell type / netlist / routed
mux2_2: 139 / 139
dfrtp_1: 128 / 128
mux2i_1: 55 / 54
clkdlybuf4s50_1: 0 / 47
buf_4: 8 / 28
nor3b_1: 25 / 24
buf_12: 0 / 20
o22a_1: 17 / 17
clkbuf_16: 0 / 17
nor2_1: 16 / 15
o22ai_1: 17 / 15
a21oi_1: 14 / 13
a211oi_1: 15 / 13
nand2b_1: 14 / 13
buf_6: 2 / 13
a31oi_1: 11 / 11
a22oi_1: 10 / 10
inv_1: 7 / 7
a32oi_1: 10 / 7
nand2_1: 7 / 6
clkinv_4: 0 / 5
clkinvlp_4: 0 / 4
buf_2: 22 / 4
dlymetal6s2s_1: 0 / 4
a32oi_2: 0 / 3
nand4b_2: 3 / 3
inv_6: 0 / 3
[power by group through the flow]
stage     Clock [mW]  Sequential, mW  Combinational (mW)
4_1_cts         2.23            2.66                1.51
5_1_grt         2.31            2.73                1.65
6_report        2.20            2.67                1.52
[per-layer routing]
layer / routed length (microns) / vias up / global-route usage (%) / part of all wire (%)
li1: - / 2380 / - / -
met1: 9350 / 2695 / 26.8 / 45
met2: 9790 / 191 / 29.2 / 47
met3: 1400 / 30 / 4.40 / 6.7
met4: 372 / 0 / 2.40 / 1.8
met5: 0 / - / 0 / 0
[metrics by stage]
stage | total power, mW | utilization, % | hold WS (ns) | setup WS, ns
6_report | 6.39 | 40.6 | 0.207 | 0.0309
5_1_grt | 6.69 | 40.6 | 0.247 | -0.0431
4_1_cts | 6.40 | 40.2 | 0.212 | -0.000836
3_5_place_dp | 4.13 | 36.7 | 0.513 | -0.343
3_3_place_gp | 4.09 | 36.7 | 0.500 | -0.360
2_1_floorplan | 3.48 | - | 0.244 | 0.634
[cell type report]
cell class | count | area (sq um)
clock inverter | 14 | 135
sequential | 128 | 3200
timing repair buffer | 123 | 1420
clock buffer | 18 | 439
tap | 313 | 392
multi-input combinational | 388 | 3670
fill | 2093 | 13600
inverter | 7 | 26.3
[critical path, stage by stage]
cell,delay (ns)
dlygate4sd2_1,0.23
buf_4,0.23
mux2_2,0.36
o221ai_1,0.23
a21oi_1,0.12
clkdlybuf4s50_1,0.42
[timing repair]
| action | 4_1_cts | 5_1_grt |
|---|---|---|
| pin swaps | 13 | 12 |
| setup buffers | 3 | 2 |
| cloned | 3 | 0 |
| setup endpoints to repair | 32 | 26 |
| gates resized | 52 | 19 |
Power is estimated from default activity; no workload was simulated.
